==> flow/design.v <==
`timescale 1ns / 1ps
module Clock_Divider(nreset, input_clk, output_clk);
    input nreset;
    input input_clk;             
    output logic output_clk;     
    logic [15:0] prescalar;      
    logic [15:0] count;          
    always_ff @(posedge input_clk)
        if(!nreset) begin
            output_clk <= 0;
            count <= 250;
            prescalar <= 250;
        end
        else if (prescalar === 1) begin
            output_clk <= ~output_clk;
            prescalar <= count;
        end
        else
            prescalar <= prescalar-1; 
endmodule
==> flow/run.sh <==
#!/bin/bash
# OpenROAD 26Q1-2900-gdf79404cd8, Yosys 0.63+post, stock flow scripts
make -C /OpenROAD-flow-scripts/flow DESIGN_CONFIG=/design/flow/config.mk WORK_HOME=/design/flow/orfs finish
==> flow/config.mk <==
export PLATFORM = sky130hd
export DESIGN_NAME = Clock_Divider
export DESIGN_NICKNAME = Clock_Divider
export VERILOG_FILES = /design/flow/design.v
export SDC_FILE = /design/flow/constraint.sdc
export NUM_CORES = 4
export LEC_CHECK = 1
export CORE_AREA = 10 10 72 72
export DIE_AREA = 0 0 82 82
==> flow/constraint.sdc <==
current_design Clock_Divider

set clk_period 2.5
set clk_io_pct 0.2

create_clock -name clk0 -period $clk_period [get_ports {input_clk}]

set non_clock_inputs [all_inputs -no_clocks]
set_input_delay [expr $clk_period * $clk_io_pct] -clock clk0 $non_clock_inputs
set_output_delay [expr $clk_period * $clk_io_pct] -clock clk0 [all_outputs]
==> impl_metrics.py <==
# Generated from Yosys and OpenROAD reports
metrics = {
    "logic_synthesis": {
        "synthCells": 83,
        "ys_cells": 83,
        "numSynthFlops": 17,
        "yosysUniqueCellTypes": 25,
        "yosysWarningCount": 1,
        "synth_seq_share_pct": 44.3,
        "synth_area_um2": 768,
        "synth_area_per_cell_um2": 9.26,
        "ys_chip_area_um2": 768,
    },
    "final_timing": {
        "hold_slack_ps": 484,
        "rsz0062_at_grt": "no",
        "fmax_mhz": 593,
        "finClkSkew_ps": 3.31,
        "finalCriticalPeriod_ps": 1690,
        "slew_violations": 0,
        "setup-tns-final_ps": 0,
        "finalSetupViolCount": 0,
        "period_used_pct": 67.4,
        "relSlewSlack_pct": 69.7,
        "max_slew.worst_pin.slew_ps": 450,
        "hold_violations": 0,
    },
    "floorplanning": {
        "die_area_um2": 6720,
        "io_pins": 3,
        "core_util_floorplan_pct": 20.8,
        "die_h_um": 82,
        "die_x_um": 82,
        "core_um2": 3690,
        "fp-row-count": 22,
    },
    "detailed_routing": {
        "detail_route.wl_per_cell_um": 8.95,
        "vias": 562,
        "wirelength_um": 1230,
        "ant_nets": 0,
        "drc": 0,
        "drt_iter0_drc": 33,
        "dr.pass1.iters": 4,
        "antenna_cells": 0,
        "drt-vias-per-instance": 4.10,
    },
    "clock_tree": {
        "cts-buffers-inserted": 3,
        "clock_latency_ps": 250,
        "ctsResizeCount": 0,
        "clk_root_buffer_cell": "clkbuf_8",
        "clockBufferDepth": 2,
        "htreeDepth": 1,
        "clkSlewWorstSetupHoldPaths_ps": 60,
        "cts_tree": "done",
        "postCtsHoldBufs": 0,
        "cts_setup_buffers": 0,
        "cts_sinks": 17,
    },
    "critical_path": {
        "crit_path_max_fanout": 10,
        "critPathMaxStageDelay_ps": 450,
        "arrival_ps": 1810,
        "criticalPathCategory": "reg -> reg",
        "ff2ff_path_depth": 4,
        "crit_slowest_cell": "nor4_4",
        "cp.required_ps": 2630,
        "cp_cell_sequence": "nor4_4 -> and4_1 -> nand2b_1 -> nor2_1",
        "startpoint_type": "register",
        "end_kind": "register",
    },
    "hold_path": {
        "worstHoldPathCells": 2,
        "hold_path_class": "reg -> reg",
    },
    "final_layout": {
        "final_cells": 137,
        "area_growth_pct": 16.6,
        "layout_top_cell": "dfxtp_1",
        "drive_gt1_share_pct": 6.74,
        "layout_top_cells": "17 x dfxtp_1, 12 x nor2_1, 9 x xor2_1",
        "final_util_pct": 24.3,
    },
    "power_and_ir_drop": {
        "power_density_nw_per_um2": 584,
        "vdd_drop_max_uv": 486,
        "p_total_uw": 523,
        "power_leakage_uw": 0.000321,
    },
    "place": {
        "dp_cells": 133,
        "io_buffers": 2,
        "gp_congestion": 0.800,
        "dp_hpwl_um": 903,
    },
    "grt": {
        "grt_antenna_before_repair": 0,
        "gr-total-overflow": 0,
        "first_global_vias": 552,
        "grt_max_degree": 11,
        "grt_pass1_wl_um": 2210,
        "grt_usage_pct": 4.01,
    },
    "run": {
        "warning_count": 26,
        "max_cap_violations": 0,
    },
    "outcome": {
        "status": "finished, final reports clean",
    },
}
[final cells by class]
cell class	count	area, um^2
Clock buffer	4	45.0
Fill cell	403	2790
Inverter	2	7.51
Multi-Input combinational cell	63	415
Sequential cell	17	340
Tap cell	48	60.1
Timing Repair Buffer	3	27.5
[stage by stage]
stage / setup slack, ps / area [um^2]
floorplan: 1030 / 768
global placement: 818 / 851
detailed placement: 803 / 851
CTS: 798 / 896
global route: 638 / 896
finish: 815 / 896
[worst max-delay path: cells and delay by family, from the launching register on]
kind,cells,cell delay [ps]
DFF,1,370
and+or+nand+nor,4,1200
[synth_stat cells (all sizes together)]
cell type / n / area share [%]
a21oi: 3 / 2.0
and2: 1 / 0.81
and4: 1 / 1.1
buf: 1 / 0.65
dfxtp: 17 / 44
ha: 2 / 3.3
inv: 2 / 0.98
nand2: 7 / 3.4
nand2b: 3 / 2.4
nand3: 4 / 2.6
nand4: 3 / 2.4
nand4b: 2 / 2.3
nor2: 12 / 5.9
nor2b: 2 / 1.6
nor3: 2 / 2.8
nor4: 3 / 4.4
nor4b: 1 / 1.1
o21ai: 1 / 0.65
o31ai: 1 / 0.98
or3: 2 / 1.6
or4: 1 / 0.98
xnor2: 3 / 3.4
xor2: 9 / 10
[worst paths after layout]
path | start | to | slack (ps)
worst max-delay path | prescalar[3] | prescalar[8] | 810
worst max register to register | prescalar[3] | prescalar[8] | 810
worst min register to register | prescalar[15] | prescalar[15] | 480
worst min-delay path | prescalar[15] | prescalar[15] | 480
[logic make-up after synthesis]
kind of cell	synth area share [%]
buffers and inverters	1.63
adders and majority gates	3.26
and+or+nand+nor	33.6
AOI/OAI and AO/OA	3.58
xor gates and xnor gates	13.7
DFF	44.3
[per-layer routing]
layer	track usage [%]	part of all wire, %	vias up
li1	-	-	301
met2	6.50	44	4
met4	0.510	1.4	0
met5	0	0	-
met1	4.97	50	255
met3	1.76	4.3	2
[sequential cells by signal, summed over array words and instances (netlist names)]
name	cells
prescalar	16
output_clk	1
[power by group]
part           internal, uW  total (uW)  leakage [uW]  switching, uW
Sequential              279         290      0.000138           11.0
Combinational          15.8        35.4      0.000160           19.6
Clock                   113         198     0.0000228           85.2
Total                   407         523      0.000321            116
Power figures rest on the tool's default switching activity, not on a simulated workload.
